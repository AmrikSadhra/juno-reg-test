File: ./design.v
`timescale 1ns / 1ps
`timescale 1ns / 1ps
module axi_rng_slave (
    input  wire        ACLK,
    input  wire        ARESETn,
    input  wire [15:0] ARID,
    input  wire [31:0] ARADDR,
    input  wire [3:0]  ARLEN,
    input  wire [2:0]  ARSIZE,
    input  wire [1:0]  ARBURST,
    input  wire        ARVALID,
    output reg         ARREADY,
    output reg  [15:0] RID,
    output reg  [31:0] RDATA,
    output reg  [1:0]  RRESP,
    output reg         RLAST,
    output reg         RVALID,
    input  wire        RREADY,
    input  wire [15:0] AWID,
    input  wire [31:0] AWADDR,
    input  wire [3:0]  AWLEN,
    input  wire [2:0]  AWSIZE,
    input  wire [1:0]  AWBURST,
    input  wire        AWVALID,
    output reg         AWREADY,
    input  wire [31:0] WDATA,
    input  wire [7:0]  WSTRB,
    input  wire        WVALID,
    output reg         WREADY,
    output reg  [15:0] BID,
    output reg  [1:0]  BRESP,
    output reg         BVALID,
    input  wire        BREADY
);
    wire [31:0] random_data;
    reg  [31:0] control_reg;  
    reg  [31:0] seed_reg;  
    reg  [31:0] read_count;  
    reg  [15:0] latched_arid;
    reg  [31:0] latched_araddr;
    reg  [15:0] latched_awid;
    reg  [31:0] latched_awaddr;
    reg  [31:0] latched_wdata;
    reg  [7:0]  latched_wstrb;
    reg [1:0] read_state;
    reg [2:0] write_state;
    localparam READ_IDLE     = 2'b00;
    localparam READ_DECODE   = 2'b01;
    localparam READ_RESPOND  = 2'b10;
    localparam WRITE_IDLE    = 3'b000;
    localparam WRITE_ADDR    = 3'b001;
    localparam WRITE_DATA    = 3'b010;
    localparam WRITE_EXEC    = 3'b011;
    localparam WRITE_RESP    = 3'b100;
    lfsr u_rng (
        .ACLK(ACLK),
        .ARESETn(ARESETn),
        .read_enable(1'b1),
        .random_data(random_data)
    );
    always @(posedge ACLK or negedge ARESETn) begin
        if (!ARESETn) begin
            ARREADY        <= 1'b0;
            RID            <= 16'h0;
            RDATA          <= 32'h0;
            RRESP          <= 2'b00;
            RLAST          <= 1'b0;
            RVALID         <= 1'b0;
            latched_arid   <= 16'h0;
            latched_araddr <= 32'h0;
            read_count     <= 32'h0;
            read_state     <= READ_IDLE;
        end else begin
            case (read_state)
                READ_IDLE: begin
                    ARREADY <= 1'b0;
                    RVALID  <= 1'b0;
                    RLAST   <= 1'b0;
                    if (ARVALID) begin
                        ARREADY        <= 1'b1;
                        latched_arid   <= ARID;
                        latched_araddr <= ARADDR;
                        read_state     <= READ_DECODE;
                    end
                end
                READ_DECODE: begin
                    ARREADY <= 1'b0;
                    RID   <= latched_arid;
                    RLAST <= 1'b1;
                    if (latched_araddr[23:4] == 4'h0) begin
                        case (latched_araddr[3:2])
                            2'h0: begin  
                                RDATA <= random_data;
                                RRESP <= 2'b00;
                                read_count <= read_count + 32'd1;
                            end
                            2'h1: begin  
                                RDATA <= control_reg;
                                RRESP <= 2'b00;
                            end
                            2'h2: begin  
                                RDATA <= seed_reg;
                                RRESP <= 2'b00;
                            end
                            2'h3: begin  
                                RDATA <= read_count;
                                RRESP <= 2'b00;
                            end
                        endcase
                    end else begin
                        RDATA <= 32'hDEADBEEF;
                        RRESP <= 2'b10;  
                    end
                    RVALID     <= 1'b1;
                    read_state <= READ_RESPOND;
                end
                READ_RESPOND: begin
                    if (RREADY) begin
                        RVALID     <= 1'b0;
                        RLAST      <= 1'b0;
                        read_state <= READ_IDLE;
                    end
                end
                default: begin
                    read_state <= READ_IDLE;
                end
            endcase
        end
    end
    always @(posedge ACLK or negedge ARESETn) begin
        if (!ARESETn) begin
            AWREADY        <= 1'b0;
            WREADY         <= 1'b0;
            BID            <= 16'h0;
            BRESP          <= 2'b00;
            BVALID         <= 1'b0;
            latched_awid   <= 16'h0;
            latched_awaddr <= 32'h0;
            latched_wdata  <= 32'h0;
            latched_wstrb  <= 8'h0;
            control_reg    <= 32'h0;
            seed_reg       <= 32'hACE1;
            write_state    <= WRITE_IDLE;
        end else begin
            case (write_state)
                WRITE_IDLE: begin
                    AWREADY <= 1'b0;
                    WREADY  <= 1'b0;
                    BVALID  <= 1'b0;
                    if (AWVALID && WVALID) begin
                        AWREADY        <= 1'b1;
                        WREADY         <= 1'b1;
                        latched_awid   <= AWID;
                        latched_awaddr <= AWADDR;
                        latched_wdata  <= WDATA;
                        latched_wstrb  <= WSTRB;
                        write_state    <= WRITE_EXEC;
                    end else if (AWVALID) begin
                        AWREADY        <= 1'b1;
                        latched_awid   <= AWID;
                        latched_awaddr <= AWADDR;
                        write_state    <= WRITE_DATA;
                    end else if (WVALID) begin
                        WREADY        <= 1'b1;
                        latched_wdata <= WDATA;
                        latched_wstrb <= WSTRB;
                        write_state   <= WRITE_ADDR;
                    end
                end
                WRITE_ADDR: begin
                    WREADY <= 1'b0;
                    if (AWVALID) begin
                        AWREADY        <= 1'b1;
                        latched_awid   <= AWID;
                        latched_awaddr <= AWADDR;
                        write_state    <= WRITE_EXEC;
                    end
                end
                WRITE_DATA: begin
                    AWREADY <= 1'b0;
                    if (WVALID) begin
                        WREADY        <= 1'b1;
                        latched_wdata <= WDATA;
                        latched_wstrb <= WSTRB;
                        write_state   <= WRITE_EXEC;
                    end
                end
                WRITE_EXEC: begin
                    AWREADY <= 1'b0;
                    WREADY  <= 1'b0;
                    if (latched_awaddr[23:4] == 4'h0) begin
                        case (latched_awaddr[3:2])
                            2'h0: begin  
                                BRESP <= 2'b00;  
                            end
                            2'h1: begin  
                                if (latched_wstrb[0]) control_reg[7:0]   <= latched_wdata[7:0];
                                if (latched_wstrb[1]) control_reg[15:8]  <= latched_wdata[15:8];
                                if (latched_wstrb[2]) control_reg[23:16] <= latched_wdata[23:16];
                                if (latched_wstrb[3]) control_reg[31:24] <= latched_wdata[31:24];
                                BRESP <= 2'b00;
                            end
                            2'h2: begin  
                                if (latched_wstrb[0]) seed_reg[7:0]   <= latched_wdata[7:0];
                                if (latched_wstrb[1]) seed_reg[15:8]  <= latched_wdata[15:8];
                                if (latched_wstrb[2]) seed_reg[23:16] <= latched_wdata[23:16];
                                if (latched_wstrb[3]) seed_reg[31:24] <= latched_wdata[31:24];
                                BRESP <= 2'b00;
                            end
                            2'h3: begin  
                                BRESP <= 2'b00;  
                            end
                        endcase
                    end else begin
                        BRESP <= 2'b10;  
                    end
                    BID         <= latched_awid;
                    BVALID      <= 1'b1;
                    write_state <= WRITE_RESP;
                end
                WRITE_RESP: begin
                    if (BREADY) begin
                        BVALID      <= 1'b0;
                        write_state <= WRITE_IDLE;
                    end
                end
                default: begin
                    write_state <= WRITE_IDLE;
                end
            endcase
        end
    end
endmodule
`timescale 1ns / 1ps
module lfsr #(
    parameter DATA_WIDTH = 32
)(
    input ACLK,
    input ARESETn,
    input read_enable,
    output [31:0] random_data
);
    reg[DATA_WIDTH-1:0] lfsr_reg;
    wire feedback = lfsr_reg[31] ^ lfsr_reg[21] ^ lfsr_reg[1] ^ lfsr_reg[0];
    always @(posedge ACLK or negedge ARESETn) begin
        if (!ARESETn)
            lfsr_reg <= 32'hACE1;
        else
            lfsr_reg <= {lfsr_reg[30:0], feedback};
    end
    assign random_data = lfsr_reg;
endmodule
File: ./run.sh
#!/bin/bash
# OpenROAD 26Q1-2900-gdf79404cd8, Yosys 0.63+post, stock flow scripts
make -C /OpenROAD-flow-scripts/flow DESIGN_CONFIG=/design/flow/config.mk WORK_HOME=/design/flow/orfs finish
File: ./config.mk
export PLATFORM = sky130hd
export DESIGN_NAME = axi_rng_slave
export DESIGN_NICKNAME = axi_rng_slave
export VERILOG_FILES = /design/flow/design.v
export SDC_FILE = /design/flow/constraint.sdc
export NUM_CORES = 4
export LEC_CHECK = 1
export CORE_UTILIZATION = 50
File: ./constraint.sdc
current_design axi_rng_slave

set clk_period 7.3
set clk_io_pct 0.2

create_clock -name clk0 -period $clk_period [get_ports {ACLK}]

set non_clock_inputs [all_inputs -no_clocks]
set_input_delay [expr $clk_period * $clk_io_pct] -clock clk0 $non_clock_inputs
set_output_delay [expr $clk_period * $clk_io_pct] -clock clk0 [all_outputs]
==> run_results.csv <==
group,metric,value,unit
run_status,run_status,"finished, final reports clean",
setup_path,critPathLaunchType,"flop",
yosys,async_flop_share,100,%
pwr,power.switching,0.000992,W
yosys,ys_seq_share,63.2,%
pwr,p_leak,7.33,nW
route,routed_wl,25000,microns
clock_network,cts.sinks,319,
setup_path,arrival,3.44,ns
yosys,synth_chip_area,12700,sq um
die,die_w,161,microns
final_timing,fin_crit,3.06,ns
hold_path,hold_start,"u_rng.lfsr_reg[20]",
clock_network,insertion_delay,0.51,ns
route,vias,7305,
pwr,peakVddDrop,0.190,mV
final_timing,tightest_slew,0.960,ns
yosys,synth_cells,810,
die,design.core.area,24600,sq um
pwr,pwr_density_cell,272,nW/um^2
setup_path,reg2regPathDepth,7,
hold_path,hold_end,"u_rng.lfsr_reg[21]",
yosys,synthesis.area,12700,sq um
die,initCoreUtil,51.5,%
clock_network,h-tree-depth,2,
placed_design,hpwl,16300,microns
cells_and_area,ff_latch_area,8010,sq um
run,cap_viol_max_count,0,
yosys,yosys-top-cells-area,"dfrtp_1 (59%), mux2_2 (18%), mux4_2 (5.7%)",
pwr,finalPower,0.00437,W
clock_network,cts_hold_buffers,0,
die,io_pins,235,
setup_path,worstSetupEndpointType,"flop",
pwr,netSwitchingFraction,22.7,%
final_timing,setup_violations,0,
placed_design,gp_congestion,0.817,
hold_path,holdCritPathClass,"flop to flop",
grt,grt_pass1_wl,41600,microns
setup_path,r2r-end,"read_count[1]",
final_timing,whs,0.364,ns
final_timing,fmax,327,MHz
cells_and_area,drive_gt1_share,33.3,%
clock_network,cts_resized,0,
grt,grt_usage,21.5,%
yosys,ys_warn_count,2,
setup_path,worst-r2r-setup-slack,4.24,ns
final_timing,slew_violations,0,
pwr,clockPowerShare,38.4,%
final_timing,hold_violations,0,
clock_network,root_buffer,"clkbuf_16",
yosys,top_area_cell,"dfrtp_1",
route,drtPass1Iterations,4,
die,chipArea,26000,sq um
run,warnings,68,
yosys,ys.flops,319,
clock_network,tritoncts,"yes",
final_timing,fin_skew,0.0236,ns
yosys,avgSynthCellArea,15.6,sq um
setup_path,worstSetupPathType,"flop to flop",
setup_path,cp_data_required_time,7.69,ns
grt,grt_max_degree,99,
final_timing,fin_tns_setup,0,ns
hold_path,hold_depth,0,
route,num_antenna_cells,0,
grt,antenna_found_initial,0,
yosys,ys_top_cells_by_count,"dfrtp_1 (301), mux2_2 (207), mux4_2 (32)",
clock_network,clock_path_buffers,3,
clock_network,numCtsBuffers,34,
cells_and_area,combGateArea,4430,sq um
pwr,p_comb_share,14.7,%
setup_path,reg2reg_from,"read_state[2]",
setup_path,cp_max_fo,54,
route,avgRoutedWirePerCell,18.4,microns
yosys,top_cell,"dfrtp_1",
clock_network,clkSlewWorstSetupHoldPaths,0.06,ns
yosys,ys_cells,810,
pwr,internal_power,0.00337,W
route,drt-initial-drc-count,342,
route,routed_via_density,5.37,
pwr,sequentialPowerShare,46.9,%
cells_and_area,fillCellCount,1729,
yosys,edf_count,0,
grt,gr-total-overflow,0,
placed_design,numPortBuffers,190,
yosys,yosysTopAreaCellShare,59.5,%
route,drcViolationCount,0,
grt,grt_pass1_vias,8042,
final_timing,period_used_share,41.9,%
clock_network,postCtsSetupBuffers,0,
cells_and_area,area_delta_synth_final,26.6,%
die,die_y,161,microns
route,ant_nets,0,
final_timing,rsz0062_at_grt,"false",
yosys,netlist-cell-type-count,42,
yosys,flop_cell,"dfrtp_1",
die,rows,57,
final_timing,maxSlewHeadroom,36.0,%
==> critical path, cell delays in order, from the launching register on <==
cell and delay (ns):
dfrtp_2 0.34, buf_4 0.55, nor4b_2 0.40, nand4_2 0.29
or2_2 0.53, buf_4 0.30, nor3_4 0.18, mux2_2 0.35
==> layout by cell type (no fill, tap or decap), types with 3 or more instances in the layout <==
cell type / n
a21oi_1: 4
and2_1: 3
and3_1: 10
and4_1: 3
buf_4: 12
clkbuf_1: 6
clkbuf_16: 35
clkbuf_8: 6
clkdlybuf4s50_1: 189
clkinv_2: 9
dfrtp_1: 299
dfstp_2: 18
inv_1: 21
mux2_2: 207
mux4_2: 32
nand2_1: 19
nand2_2: 8
nand2b_1: 3
nand3_1: 14
nand4_1: 10
nor2_1: 13
nor3_1: 5
nor4_1: 7
o21ai_0: 7
o22a_1: 25
o22ai_1: 8
xnor2_1: 26
xor2_1: 8
==> worst max-delay path by stage <==
stage / from / end / slack (ns) / cells after the start
CTS: read_state[2] / read_count[1] / 4.20 / 7
global route: read_state[2] / read_count[1] / 4.03 / 7
finish: read_state[2] / read_count[1] / 4.24 / 7
==> area by class of cell <==
class / instances / area share (%)
clock inverter: 13 / 0.765
multi-input combinational: 434 / 27.7
clock buffer: 47 / 6.12
inverter: 21 / 0.492
sequential: 319 / 50.0
timing repair buffer: 202 / 12.5
tap: 324 / 2.53
==> power by group through the flow <==
stage / clock network [W] / registers [W] / logic (W)
CTS: 0.00172 / 0.00205 / 0.000664
finish: 0.00167 / 0.00205 / 0.000643
global route: 0.00179 / 0.00207 / 0.000711
==> routing by layer <==
layer / vias up / GRT usage (%) / wire (microns)
li1: 3327 / - / -
met3: 37 / 6.97 / 2100
met4: 0 / 3.77 / 414
met2: 250 / 32.0 / 11600
met5: - / 0 / 0
met1: 3691 / 33.9 / 10900
==> stage by stage <==
stage          util, %  cell area [sq um]  cells  setup slack, ns
2_1_floorplan        -              12700    811             4.69
4_1_cts           65.1              16000   1360             4.20
6_report          65.1              16000   1360             4.24
3_3_place_gp      60.6              14900   1300             3.93
3_5_place_dp      60.6              14900   1300             3.86
5_1_grt           65.1              16000   1360             4.03
==> logic make-up after synthesis <==
logic type / count (synthesis) / share of synthesized area [%]
adders and majority gates: 1 / 0.0988
muxes: 241 / 24.3
other: 1 / 0.0296
DFF: 319 / 63.2
and+or+nand+nor: 105 / 5.08
buffers and inverters: 58 / 1.97
AOI/OAI and AO/OA: 51 / 2.96
xor gates and xnor gates: 34 / 2.35
Power is estimated from default activity; no workload was simulated.
